$ cat design/flow/design.v
`timescale 1ns / 1ps
module bcds(
    input A,
    input B,
    input C,
    input D,
    output [6:0] Z
    );
wire N_A, N_B, N_C, N_D;
wire B_nC_D, C_D, nB_nD, B_C_nD, nB_D, nC_nD, nB_C, B_nC, C_nD, B_nD,  B_D, nA_B_C_D;
not T1(N_A, A);
not T2(N_B, B);
not T3(N_C, C);
not T4(N_D, D);
and X1(B_nC_D, B, N_C, D);
and X2(C_D, C, D);
and X3(nB_nD, N_B, N_D);
and X4(B_C_nD, B, C, N_D);
and X5(nB_D, N_B, D);
and X6(nC_nD, N_C, N_D);
and X7(nB_C, N_B, C);
and X8(B_nC, B, N_C);
and X9(C_nD, C, N_D);
and X10(B_nD, B, N_D);
and X11(B_D, B, D);
and X12(nA_B_C_D, N_A, B, C, D);
or Y1(Z[0], A, B_nC, nB_C, C_nD);
or Y2(Z[1], A, B_nC, B_nD, nC_nD, nA_B_C_D);
or Y3(Z[2], nB_nD, C_nD);
or Y4(Z[3], B_nC_D, C_nD, nB_nD, nB_C, A);
or Y5(Z[4], B, N_C, D);
or Y6(Z[5], N_B, nC_nD, C_D);
or Y7(Z[6], A, C, B_D, nB_nD);
endmodule
$ cat design/flow/run.sh
#!/bin/bash
# OpenROAD 26Q1-2900-gdf79404cd8, Yosys 0.63+post, stock flow scripts
make -C /OpenROAD-flow-scripts/flow DESIGN_CONFIG=/design/flow/config.mk WORK_HOME=/design/flow/orfs finish
$ cat design/flow/config.mk
export PLATFORM = sky130hd
export DESIGN_NAME = bcds
export DESIGN_NICKNAME = bcds
export VERILOG_FILES = /design/flow/design.v
export SDC_FILE = /design/flow/constraint.sdc
export NUM_CORES = 4
export LEC_CHECK = 1
export CORE_AREA = 10 10 70 70
export DIE_AREA = 0 0 80 80
$ cat design/flow/constraint.sdc
current_design bcds

set clk_period 1.2
set clk_io_pct 0.2

create_clock -name clk0 -period $clk_period

set non_clock_inputs [all_inputs -no_clocks]
set_input_delay [expr $clk_period * $clk_io_pct] -clock clk0 $non_clock_inputs
set_output_delay [expr $clk_period * $clk_io_pct] -clock clk0 [all_outputs]
==> flow_metrics.py <==
# Auto-generated metrics
metrics = {
    "synth": {
        "ys_sh_mux_pct": 0,
        "ys_cells": 16,
        "top_area_cell": "o21ai_0",
        "ys_warn_count": 0,
        "netlist_area_um2": 92.6,
        "ys_seq_share_pct": 0,
        "ys_sh_adder_pct": 0,
        "logic_family": "simple AND/OR/NAND/NOR gates",
        "synth.distinct_cells": 14,
        "netlist.area_leader.share_pct": 10.8,
        "ys_sh_xor_pct": 18.9,
        "avgSynthCellArea_um2": 5.79,
        "ys_sh_aoi_pct": 23.0,
        "ys_sh_simple_pct": 44.6,
        "ys_chip_area_um2": 92.6,
        "synthCells": 16,
        "area_leaders": "o21ai_0 11%, nor4b_1 9.5%, xnor2_1 9.5%",
    },
    "die": {
        "die-area_um2": 6400,
        "die_x_um": 80,
        "fp-row-count": 21,
        "io_pins": 11,
        "dieHeight_um": 80,
        "initCoreUtil_pct": 2.71,
        "core_area_um2": 3420,
    },
    "cells_and_area": {
        "nClkBuffers": 0,
        "drive_gt1_share_pct": 44.4,
        "regArea_um2": 0,
        "flops": 0,
        "fill_cells": 408,
        "area_growth_pct": 223,
        "comb_area_um2": 114,
    },
    "routing": {
        "antennaDiodeCount": 0,
        "drt_wl_total_um": 501,
        "routedWlPerCell_um": 6.86,
        "first_pass_iters": 1,
        "antenna_left": 0,
        "viasPerCell": 2.08,
        "drc_errors": 0,
        "num_vias": 152,
        "drtIter0Drc": 0,
    },
    "global_routing": {
        "grt_use_total_pct": 1.48,
        "antenna_found_initial": 0,
        "grt_max_degree": 8,
        "first_global_vias": 142,
        "grt_remaining_overflow": 0,
        "grt_pass1_wl_um": 800,
    },
    "power": {
        "ir_drop_mv": 0.0274,
        "power_w": 0.0000806,
        "p_per_area_nw_per_um2": 270,
        "pwr-share-comb_pct": 100.0,
        "p_clk_share_pct": 0,
        "p_leak_nw": 0.109,
        "seqPwrFrac_pct": 0,
        "p_int_w": 0.0000495,
        "switching_share_pct": 38.6,
        "switchingPower_w": 0.0000311,
    },
    "final_timing": {
        "rsz0062_at_grt": "false",
        "slew_violations": 0,
        "fmax_ghz": 0.846,
        "hold_viol": 0,
        "setup_viol": 0,
        "tns_ns": 0,
        "period_needed_ns": 1.18,
        "slew_headroom_pct": 88.6,
        "tightest_slew_ns": 0.170,
        "period_used_pct": 98.6,
    },
    "setup_path": {
        "crit_buf_inv": 2,
        "crit_path_start_kind": "input pin",
        "critPathMaxStageDelay_ns": 0.35,
        "slowest_stage": "or3_1",
        "critical_path_required_ns": 0.96,
        "path_cells": "buf_6 -> or3_1 -> dlygate4sd2_1",
        "cp_max_fo": 7,
        "critPathTopFamily": "buffers and inverters",
        "setup.worst_path.end_class": "primary output",
        "critPathArrivalTime_ns": 0.94,
        "critPathKind": "input pin to primary output",
    },
    "place": {
        "port_buffers": 11,
        "place_congestion": 0.733,
        "dp_hpwl_um": 394,
    },
    "min_path": {
        "hold_class": "input pin to primary output",
    },
    "outcome": {
        "status": "finished clean",
    },
    "flow_run": {
        "cap_viol_max_count": 0,
        "log.warning_count": 32,
    },
}
[routing by layer]
metal	part of all wire [%]	wire (um)	vias to the layer above	global-route usage, %
li1	-	-	79	-
met5	0	0	-	0
met4	0	0	0	0
met3	18	92	0	0.568
met2	42	212	8	2.41
met1	39	197	65	1.91
[cell families after synthesis]
family | after synthesis
AOI/OAI and AO/OA | 4
xor gates and xnor gates | 2
buffers and inverters | 3
and+or+nand+nor | 7
[through the flow]
| stage | utilization (%) | worst slack (ns) | cells | hold WS, ns | cell area (um^2) |
|---|---|---|---|---|---|
| 2_1_floorplan | - | 0.251 | 16 | 0.491 | 92.6 |
| 5_1_grt | 8.75 | 0.00490 | 73 | 0.876 | 299 |
| 6_report | 8.75 | 0.0174 | 73 | 0.845 | 299 |
| 4_1_cts | 8.13 | 0.00272 | 73 | 0.850 | 278 |
| 3_3_place_gp | 7.69 | -0.702 | 73 | 1.52 | 263 |
| 3_5_place_dp | 7.69 | -0.698 | 73 | 1.53 | 263 |
[synth_stat cells]
master and count:
xor2_1 1, o21ai_0 2, xnor2_1 1, and3_2 1
or3_1 1, a21oi_1 1, nor2_1 2, nand3_1 1
inv_1 1, buf_2 1, a31oi_1 1, inv_2 1
nand2b_1 1, nor4b_1 1
[placed cells by master, fill, tap and decap left out, drive strengths merged]
| cell | netlist | routed |
|---|---|---|
| nor2 | 2 | 2 |
| or3 | 1 | 1 |
| and3 | 1 | 1 |
| xnor2 | 1 | 1 |
| xor2 | 1 | 1 |
| o21ai | 2 | 2 |
| dlygate4sd2 | 0 | 6 |
| nand2b | 1 | 1 |
| nand3 | 1 | 1 |
| nor4b | 1 | 1 |
| inv | 2 | 2 |
| a31oi | 1 | 1 |
| clkdlybuf4s15 | 0 | 1 |
| a21oi | 1 | 1 |
| buf | 1 | 5 |
[worst paths after layout]
check             start  endpoint  slack [ns]  cells after the start
setup / recovery      B      Z[4]        0.02                      3
hold / removal        D      Z[2]        0.84                      3
[final cells by class]
type	count	area share, %
repair buffers	12	39.3
multi-input cells	13	38.1
well taps	46	19.2
inverters	2	3.35
[what timing repair did]
action	CTS	global route
endpoints found under the hold margin	0	0
pin swaps	2	1
setup buffers	0	0
endpoints found under the setup margin	7	3
gates resized	35	6
hold buffers	0	0
[power groups by stage]
stage	Combinational [W]	Clock (W)	Sequential (W)
finish	0.0000806	0	0
global route	0.0000906	0	0
CTS	0.0000733	0	0
Power is estimated from default activity; no workload was simulated.
