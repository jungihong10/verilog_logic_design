===== flow/config.mk =====
export PLATFORM = sky130hd
export DESIGN_NAME = ALU
export DESIGN_NICKNAME = ALU
export VERILOG_FILES = /design/flow/design.v
export SDC_FILE = /design/flow/constraint.sdc
export NUM_CORES = 4
export LEC_CHECK = 1
export CORE_AREA = 10 10 70 70
export DIE_AREA = 0 0 80 80

===== flow/constraint.sdc =====
current_design ALU

set clk_period 1.0
set clk_io_pct 0.2

create_clock -name clk0 -period $clk_period

set non_clock_inputs [all_inputs -no_clocks]
set_input_delay [expr $clk_period * $clk_io_pct] -clock clk0 $non_clock_inputs
set_output_delay [expr $clk_period * $clk_io_pct] -clock clk0 [all_outputs]

===== flow/design.v =====
`timescale 1ns / 1ps
module ALU(
    input M, S1, S0,
    input Ai, Bi,
    output[5:0] Fi
    );
	 wire[2:0] sel = {M, S1, S0};
	 reg[5:0] out;
	 assign Fi = out;
	 always@(sel or Ai or Bi)
	 begin
		out = 6'b000000;
		case(sel)
		3'b000: out[0] = Ai; 
		3'b001: out[1] = ~Ai;
		3'b010: out[2] = Ai ^ Bi;
		3'b011: out[3] = ~(Ai ^ Bi);
		3'b100: out[0] = Ai;
		3'b101: out[1] = ~Ai;
		3'b110: out[4] = Ai | Bi;
		default: out[5] = ~Ai | Bi;
		endcase
	 end
endmodule

===== flow/run.sh =====
#!/bin/bash
# OpenROAD 26Q1-2900-gdf79404cd8, Yosys 0.63+post, stock flow scripts
make -C /OpenROAD-flow-scripts/flow DESIGN_CONFIG=/design/flow/config.mk WORK_HOME=/design/flow/orfs finish

==> summary.txt <==
Notes on the physical implementation.

- The maximum cell stage delay along the critical path is 0.27 ns, for reference.
- The number of different library cells used by synthesis comes to 5.
- The worst path in the final design needs a cycle of 1.10 ns, including I/O delays and setup.
- The worst slack at placement is -1.02 ns, for reference.
- The number of global-route vias before repair was 138.
- The detailed-routing wirelength on met1 is 329 um, for reference.
- The fraction of power spent switching nets is 38.7%, for reference.
- The global router's overall resource usage is 1.50%, for reference.
- The kind of start point of the critical path is an input port, for reference.
- Setup repair after global routing could not meet its margin everywhere.
- The post-layout worst setup margin is -0.0979 ns, for reference.
- Once detail routing completed, the nets flagged for antenna violations numbered 0.
- The routed wirelength normalized by instance count is 7.71 um, for reference.
- The floorplan step set the die width to 80 um.
- Among cell families on the critical path, the largest total delay comes from simple AND/OR/NAND/NOR gates.
- In this run the static leakage power is 0.118 nW.
- The area inside the core boundary is 0.00342 mm2, for reference.
- The maximum ir drop on the vdd rail is 67.7 uV, for reference.
- The tally of clock buffers in the finished layout is 0, for reference.
- The share of synthesized area occupied by flip-flops and latches is 0%, for reference.
- For the worst setup path, the data required time is 0.80 ns.
- The count of buffering cells on the critical path with inverters included is 3, for reference.
- Per the layout area report, the register area comes to 0 um2.
- Pin placement for this block handled 11 I/O pins.
- For this block, the via count after detailed routing is 134.
- The first global-routing pass estimated 731 um of wire.
- The filler cell count in the final layout is 410, for reference.
- Max-cap violations in this run came to 0.
- The global placer's final weighted congestion is 0.667, for reference.
- The first TritonRoute pass finished after 2 iterations.
- The detailed router finished its first iteration with 2 violations.
- The relative slew slack is 91.9%, for reference.
- The top routing layer in use is met3, for reference.
- The routed length on met3 is 33 um, for reference.
- In the detailed route, the total length drawn on met2 is 169 um.
- For this run, design rule violations remaining after detail routing come to 0.
- The worst-margin pin slew is 0.122 ns, for reference.
- The endpoint with the worst hold slack is Fi[0], for reference.
- The class of the tightest hold or removal check is in -> out, for reference.
- The final reports fail on setup timing.
- The number of sequential storage elements is 0, for reference.
- The report puts the hold buffer count at CTS at 0.
- The cell type of the slowest stage on the worst timing path is sky130_fd_sc_hd__and4bb_2, for reference.
- Of the available clock period, the critical path in the final layout requires 110%.
- The final hold violation count recorded for this run is 0.
- The yosys stat cell total is 10, for reference.
- The share of the core filled by cells before placement is 2.78%, for reference.
- Of all nets on the critical path, the largest fanout is 2.
- The category of the worst setup path capture point is an output port, for reference.
- Per the detail_route report, inserted antenna diodes total 0.
- The cell count after placement is 68, for reference.
- According to the timing report, the arrival time at the worst endpoint equals 0.90 ns.
- The most popular library cell in the synthesized design by count is sky130_fd_sc_hd__and4bb_2, for reference.
- Warnings reported by Yosys during synthesis add up to 1.
- Per the finish-stage timing summary, setup violations number 4.
- Yosys reports that the most numerous cell types are 3 x sky130_fd_sc_hd__and4bb_2, 2 x sky130_fd_sc_hd__ha_1, 2 x sky130_fd_sc_hd__inv_1, 2 x sky130_fd_sc_hd__nor3b_1, 1 x sky130_fd_sc_hd__and4b_1.
- The initial antenna violation count was 0.
- The final max-slew violation count recorded for this run is 0.
- Of the cells placed in the final design, the portion with a size suffix greater than 1 is 91.3%.
- The final total power is 72.9 uW, for reference.
- The tool warning count for the run is 35.
- In the setup report, the worst path falls into the class in -> out.
- The placement report lists the number of port buffers as 11.
- The average size of a mapped cell is 9.51 um2, for reference.
- The relative contribution of sequential cells to total power is 0%, for reference.
- After global routing the overflow that remains totals 0.
- Hold is met by 0.698 ns.
- The post-synthesis instance area is 95.1 um2, for reference.
- The pin count of the biggest net entering global routing is 7, for reference.
- In the synthesized netlist, the number of instances is 10.
- The worst hold path begins at S0.
- Per report_power, the combinational group accounts for 100.0% of the total.
- After detailed routing, the number of vias per cell comes to 1.94.
- The count of cells in the finished layout, fillers not included, comes to 69.
- By area the synthesized netlist is led by sky130_fd_sc_hd__and4bb_2 39%, sky130_fd_sc_hd__ha_1 26%, sky130_fd_sc_hd__nor3b_1 16%.
- The maximum clock rate is 911 MHz, for reference.
- After legalization and detailed placement, the total HPWL measured 452 um.
- The die covers 0.00640 mm2.
- The run finished, with violations left.
- The area figure in the yosys stat output is 95.1 um2, for reference.
- From synthesis to final layout, the design area changed by 208%.
- The portion of synthesized cell area occupied by the leading cell type is 39.5%, for reference.
- The number of placement rows is 21, for reference.
- The critical path goes through buf_6, inv_4, ha_4, and4bb_2, buf_2.
- The proportion of power drawn by the clock network is 0%, for reference.
- The total power per unit cell area is 249 mW/mm2, for reference.
- For this design the total switching power over the nets is 28.2 uW.
- The cell depth of the worst hold path is 3, for reference.
- The design internal power is 44.7 uW, for reference.
- The y dimension of the die is 80 um, for reference.
- The total length of routed wires is 532 um, for reference.
- The synthesized design spends more area on one cell type than any other, namely sky130_fd_sc_hd__and4bb_2.
==> power groups by stage <==
stage     Clock, mW  Combinational [mW]  Sequential, mW
4_1_cts           0              0.0749               0
5_1_grt           0              0.0800               0
6_report          0              0.0729               0
==> logic make-up (layout without fill, tap and decap cells) <==
| kind of cell | count (synthesis) | in the layout | share of synthesized area (%) |
|---|---|---|---|
| AND/OR/NAND/NOR | 6 | 6 | 65.8 |
| adder cells (fa/ha/maj) | 2 | 2 | 26.3 |
| buffers and inverters | 2 | 15 | 7.90 |
==> placed cells by master (no fill, tap or decap), drive strengths merged <==
master	synthesis	final
and4b	1	1
and4bb	3	3
buf	0	11
clkdlybuf4s15	0	1
dlygate4sd2	0	1
ha	2	2
inv	2	2
nor3b	2	2
==> metrics by stage <==
| stage | instance area, um2 | setup TNS, ns | utilization (%) |
|---|---|---|---|
| floorplan | 95.1 | 0 | - |
| global placement | 270 | -5.27 | 7.91 |
| detailed placement | 270 | -5.25 | 7.91 |
| CTS | 299 | -0.295 | 8.75 |
| global route | 293 | -0.373 | 8.57 |
| finish | 293 | -0.269 | 8.57 |
==> layout make-up <==
cell class         count  area [um2]  area share, %
inverters              2        12.5           4.27
multi-input cells      8         123           41.9
repair buffers        13         100           34.2
well taps             46        57.6           19.7
==> how the worst max path moves through the flow <==
stage	start	endpoint	slack (ns)	cells past startpoint
finish	Bi	Fi[3]	-0.1	5
CTS	Bi	Fi[3]	-0.11	5
global route	Bi	Fi[3]	-0.12	5
==> what timing repair did <==
item	in CTS	in global routing
endpoints found under the setup margin	6	4
buffers inserted	1	0
resized	49	1
pin swaps	3	0
==> layer usage <==
metal | up-vias | GRT usage [%]
met5 | - | 0
met4 | 0 | 0
met3 | 0 | 0.455
met2 | 8 | 1.77
met1 | 60 | 2.57
li1 | 66 | -
No activity file was given, so power comes from the tool's default toggle rates.
